==> /design/flow/design.v <==
`timescale 1ns / 1ps
module wb_async_reg #
(
    parameter DATA_WIDTH = 32,                   
    parameter ADDR_WIDTH = 32,                   
    parameter SELECT_WIDTH = (DATA_WIDTH/8)      
)
(
    input  wire                    wbm_clk,
    input  wire                    wbm_rst,
    input  wire [ADDR_WIDTH-1:0]   wbm_adr_i,    
    input  wire [DATA_WIDTH-1:0]   wbm_dat_i,    
    output wire [DATA_WIDTH-1:0]   wbm_dat_o,    
    input  wire                    wbm_we_i,     
    input  wire [SELECT_WIDTH-1:0] wbm_sel_i,    
    input  wire                    wbm_stb_i,    
    output wire                    wbm_ack_o,    
    output wire                    wbm_err_o,    
    output wire                    wbm_rty_o,    
    input  wire                    wbm_cyc_i,    
    input  wire                    wbs_clk,
    input  wire                    wbs_rst,
    output wire [ADDR_WIDTH-1:0]   wbs_adr_o,    
    input  wire [DATA_WIDTH-1:0]   wbs_dat_i,    
    output wire [DATA_WIDTH-1:0]   wbs_dat_o,    
    output wire                    wbs_we_o,     
    output wire [SELECT_WIDTH-1:0] wbs_sel_o,    
    output wire                    wbs_stb_o,    
    input  wire                    wbs_ack_i,    
    input  wire                    wbs_err_i,    
    input  wire                    wbs_rty_i,    
    output wire                    wbs_cyc_o     
);
reg [ADDR_WIDTH-1:0] wbm_adr_i_reg = 0;
reg [DATA_WIDTH-1:0] wbm_dat_i_reg = 0;
reg [DATA_WIDTH-1:0] wbm_dat_o_reg = 0;
reg wbm_we_i_reg = 0;
reg [SELECT_WIDTH-1:0] wbm_sel_i_reg = 0;
reg wbm_stb_i_reg = 0;
reg wbm_ack_o_reg = 0;
reg wbm_err_o_reg = 0;
reg wbm_rty_o_reg = 0;
reg wbm_cyc_i_reg = 0;
reg wbm_done_sync1 = 0;
reg wbm_done_sync2 = 0;
reg wbm_done_sync3 = 0;
reg [ADDR_WIDTH-1:0] wbs_adr_o_reg = 0;
reg [DATA_WIDTH-1:0] wbs_dat_i_reg = 0;
reg [DATA_WIDTH-1:0] wbs_dat_o_reg = 0;
reg wbs_we_o_reg = 0;
reg [SELECT_WIDTH-1:0] wbs_sel_o_reg = 0;
reg wbs_stb_o_reg = 0;
reg wbs_ack_i_reg = 0;
reg wbs_err_i_reg = 0;
reg wbs_rty_i_reg = 0;
reg wbs_cyc_o_reg = 0;
reg wbs_cyc_o_sync1 = 0;
reg wbs_cyc_o_sync2 = 0;
reg wbs_cyc_o_sync3 = 0;
reg wbs_stb_o_sync1 = 0;
reg wbs_stb_o_sync2 = 0;
reg wbs_stb_o_sync3 = 0;
reg wbs_done_reg = 0;
assign wbm_dat_o = wbm_dat_o_reg;
assign wbm_ack_o = wbm_ack_o_reg;
assign wbm_err_o = wbm_err_o_reg;
assign wbm_rty_o = wbm_rty_o_reg;
assign wbs_adr_o = wbs_adr_o_reg;
assign wbs_dat_o = wbs_dat_o_reg;
assign wbs_we_o = wbs_we_o_reg;
assign wbs_sel_o = wbs_sel_o_reg;
assign wbs_stb_o = wbs_stb_o_reg;
assign wbs_cyc_o = wbs_cyc_o_reg;
always @(posedge wbm_clk) begin
    if (wbm_rst) begin
        wbm_adr_i_reg <= 0;
        wbm_dat_i_reg <= 0;
        wbm_dat_o_reg <= 0;
        wbm_we_i_reg <= 0;
        wbm_sel_i_reg <= 0;
        wbm_stb_i_reg <= 0;
        wbm_ack_o_reg <= 0;
        wbm_err_o_reg <= 0;
        wbm_rty_o_reg <= 0;
        wbm_cyc_i_reg <= 0;
    end else begin
        if (wbm_cyc_i_reg & wbm_stb_i_reg) begin
            if (wbm_done_sync2 & ~wbm_done_sync3) begin
                wbm_dat_o_reg <= wbs_dat_i_reg;
                wbm_ack_o_reg <= wbs_ack_i_reg;
                wbm_err_o_reg <= wbs_err_i_reg;
                wbm_rty_o_reg <= wbs_rty_i_reg;
                wbm_we_i_reg <= 0;
                wbm_stb_i_reg <= 0;
            end
        end else begin
            wbm_adr_i_reg <= wbm_adr_i;
            wbm_dat_i_reg <= wbm_dat_i;
            wbm_dat_o_reg <= 0;
            wbm_we_i_reg <= wbm_we_i & ~(wbm_ack_o | wbm_err_o | wbm_rty_o);
            wbm_sel_i_reg <= wbm_sel_i;
            wbm_stb_i_reg <= wbm_stb_i & ~(wbm_ack_o | wbm_err_o | wbm_rty_o);
            wbm_ack_o_reg <= 0;
            wbm_err_o_reg <= 0;
            wbm_rty_o_reg <= 0;
            wbm_cyc_i_reg <= wbm_cyc_i;
        end
    end
    wbm_done_sync1 <= wbs_done_reg;
    wbm_done_sync2 <= wbm_done_sync1;
    wbm_done_sync3 <= wbm_done_sync2;
end
always @(posedge wbs_clk) begin
    if (wbs_rst) begin
        wbs_adr_o_reg <= 0;
        wbs_dat_i_reg <= 0;
        wbs_dat_o_reg <= 0;
        wbs_we_o_reg <= 0;
        wbs_sel_o_reg <= 0;
        wbs_stb_o_reg <= 0;
        wbs_ack_i_reg <= 0;
        wbs_err_i_reg <= 0;
        wbs_rty_i_reg <= 0;
        wbs_cyc_o_reg <= 0;
        wbs_done_reg <= 0;
    end else begin
        if (wbs_ack_i | wbs_err_i | wbs_rty_i) begin
            wbs_dat_i_reg <= wbs_dat_i;
            wbs_ack_i_reg <= wbs_ack_i;
            wbs_err_i_reg <= wbs_err_i;
            wbs_rty_i_reg <= wbs_rty_i;
            wbs_we_o_reg <= 0;
            wbs_stb_o_reg <= 0;
            wbs_done_reg <= 1;
        end else if (wbs_stb_o_sync2 & ~wbs_stb_o_sync3) begin
            wbs_adr_o_reg <= wbm_adr_i_reg;
            wbs_dat_i_reg <= 0;
            wbs_dat_o_reg <= wbm_dat_i_reg;
            wbs_we_o_reg <= wbm_we_i_reg;
            wbs_sel_o_reg <= wbm_sel_i_reg;
            wbs_stb_o_reg <= wbm_stb_i_reg;
            wbs_ack_i_reg <= 0;
            wbs_err_i_reg <= 0;
            wbs_rty_i_reg <= 0;
            wbs_cyc_o_reg <= wbm_cyc_i_reg;
            wbs_done_reg <= 0;
        end else if (~wbs_cyc_o_sync2 & wbs_cyc_o_sync3) begin
            wbs_adr_o_reg <= 0;
            wbs_dat_i_reg <= 0;
            wbs_dat_o_reg <= 0;
            wbs_we_o_reg <= 0;
            wbs_sel_o_reg <= 0;
            wbs_stb_o_reg <= 0;
            wbs_ack_i_reg <= 0;
            wbs_err_i_reg <= 0;
            wbs_rty_i_reg <= 0;
            wbs_cyc_o_reg <= 0;
            wbs_done_reg <= 0;
        end
    end
    wbs_cyc_o_sync1 <= wbm_cyc_i_reg;
    wbs_cyc_o_sync2 <= wbs_cyc_o_sync1;
    wbs_cyc_o_sync3 <= wbs_cyc_o_sync2;
    wbs_stb_o_sync1 <= wbm_stb_i_reg;
    wbs_stb_o_sync2 <= wbs_stb_o_sync1;
    wbs_stb_o_sync3 <= wbs_stb_o_sync2;
end
endmodule
==> /design/flow/run.sh <==
#!/bin/bash
# OpenROAD 26Q1-2900-gdf79404cd8, Yosys 0.63+post, stock flow scripts
make -C /OpenROAD-flow-scripts/flow DESIGN_CONFIG=/design/flow/config.mk WORK_HOME=/design/flow/orfs finish
==> /design/flow/config.mk <==
export PLATFORM = sky130hd
export DESIGN_NAME = wb_async_reg
export DESIGN_NICKNAME = wb_async_reg
export VERILOG_FILES = /design/flow/design.v
export SDC_FILE = /design/flow/constraint.sdc
export NUM_CORES = 4
export LEC_CHECK = 1
export CORE_UTILIZATION = 50
==> /design/flow/constraint.sdc <==
current_design wb_async_reg

set clk_period 3.3
set clk_io_pct 0.2

create_clock -name clk0 -period $clk_period [get_ports {wbm_clk}]
create_clock -name clk1 -period $clk_period [get_ports {wbs_clk}]

set non_clock_inputs [all_inputs -no_clocks]
set_input_delay [expr $clk_period * $clk_io_pct] -clock clk0 $non_clock_inputs
set_output_delay [expr $clk_period * $clk_io_pct] -clock clk0 [all_outputs]
==> changes_impl.md <==
### Metrics

* Outcome: complete, no violations
* Crit path max-delay family: buffers and inverters
* Slew margin rel. at 45.5%
* Grt met3 use at 9.58%
* Drt pass-1 iters at 5
* Mapped Cells at 808
* Share of layout cells above drive strength 1 at 6.94%
* R2r startpoint: wbs_cyc_o_sync2
* Hold Crit Class: reg -> reg
* CTS resizes at 0
* Endpoints failing setup at 0
* Die area at 0.0154 mm²
* Finished Cell Area at 0.0105 mm²
* Io pins at 216
* Post-CTS Setup Bufs at 0
* # hold bufs at CTS at 0
* Met2 track demand over resource at 37.0%
* Core area at 0.0145 mm²
* Depth of the worst hold-timing path at 0
* Area growth from synthesis to layout at 41.7%
* Gr busiest metal: met1
* Total grt overflow at 0
* Worst setup startpoint: wbs_err_i
* FP Rows at 44
* RSZ-0062 raised after global routing: false
* Setup TNS at 0 ps
* Yosys cell count at 808
* Ao+oa area frac at 19.3%
* Peak supply drop at 0.402 mV
* Die Wd at 124 µm
* Final setup skew at 6.80 ps
* Crit-path max FO at 69
* Number of routed nets with antenna violations at 0
* Area after DPL at 0.00961 mm²
* Die Height at 124 µm
* Avg WL per Cell at 16.4 µm
* Pins Over Slew Limit at 0
* Crit-path cells: clkdlybuf4s50_1 > or3_1 > a21o_2 > buf_4 > a32o_1
* Dominant kind of combinational cell: AND-OR/OR-AND gates
* Power per Cell Area at 587 mW/mm²
* Critical Path Stages at 5
* Port Buffers at 214
* Crit path buf inv count at 2
* Worst path required time at 3590 ps
* Detailed-route wire length at 19.5 mm
* Tot Pwr at 6.18 mW
* Post-route core utilization at 72.4%
* Initial DRC count at 515
* Number of clock sinks at 222
* Basic Gates by Area at 16.5%
* Placed Instances at 1144
* DRC viols at 0
* OpenROAD warning count at 27
* Yosys cell types at 20
* CP startpoint kind: input port
* Mapped cell area at 0.00743 mm²
* FP Util at 51.1%
* Ys flops at 222
* Top Layout Cells: nand2_1, dfxtp_1, clkdlybuf4s50_1
* Yosys Chip Area at 0.00743 mm²
* TritonCTS clock tree: yes
* Avg Vias per Cell at 5.50
* R2R cell count at 5
* Antenna violations before repair at 1
* Met1 Resource Use GR at 42.1%
* HP Start: wbs_cyc_o_sync1
* R2r setup slk at 1330 ps
* Crit path largest cell delay at 480 ps
* Xor/xnor share at 0%
* Vias in the first global route at 5936
* CP Class: in -> reg
* Yosys Warn Count at 1
* Final RePlAce weighted congestion at 0.817
* WP data arrival at 2520 ps
* Critical path endpoint category: flip-flop
* Hold path endpoint: wbs_cyc_o_sync2
* Pleak at 3.94 nW
* MUX area fraction at 0%
* Slew @ Worst Pin at 817 ps
* Final std cells w/o fill at 1193
* Final Hold Fails at 0
* Critical R2R Capture: wbs_adr_o_reg[20]
* Max-cap check violation count at 0
* Fa+ha+maj area frac at 0%
* Pin count of the biggest net entering global routing at 72
* Post-synthesis sequential area ratio at 59.8%
* Syn avg cell area at 9.20 µm²
* Vias at 6562
* First-pass GRT wire length at 30.0 mm
* Post-DP HPWL at 11.5 mm
* Clock Pin Slew Worst Setup and Hold Paths at 50 ps
* Total track usage at 26.5%
* Commonest Layout Cell: nand2_1
* Slowest-stage cell, CP: clkdlybuf4s50_1
==> worst register-to-register path: cells and delay by family, from the launching register on <==
| family | cells | cell delay (ps) |
|---|---|---|
| AND-OR/OR-AND | 2 | 550 |
| buffers and inverters | 2 | 950 |
| flip-flops | 1 | 320 |
| AND/OR/NAND/NOR | 1 | 100 |
==> synthesized netlist by cell type, drive strengths merged <==
cell type | n | share of area [%]
a32o | 71 | 9.6
buf | 20 | 1.5
clkinv | 1 | 0.050
nor2 | 9 | 0.45
nor2b | 1 | 0.084
nand4 | 32 | 2.7
nand2 | 240 | 12
a21o | 1 | 0.10
or3 | 1 | 0.084
a41oi | 3 | 0.35
nor3 | 3 | 0.27
nand3 | 4 | 0.27
clkbuf | 56 | 2.8
and2 | 2 | 0.17
a21oi | 138 | 9.3
nand2b | 4 | 0.34
dfxtp | 222 | 60
==> where the power goes <==
part           switching, mW  internal [mW]
Clock                   1.13           1.85
Combinational          0.188          0.185
Sequential            0.0467           2.77
Total                   1.37           4.81
==> worst max-delay path by stage <==
stage / to / slack [ps]
CTS: wbs_dat_o_reg[18] / 1100
global route: wbs_adr_o_reg[22] / 1020
finish: wbs_adr_o_reg[20] / 1070
==> cells by family (layout without fill, tap and decap cells) <==
family | Yosys count | after routing
simple gates | 296 | 296
flops | 222 | 222
compound gates | 213 | 213
other cells | 0 | 1
buf+inv | 77 | 277
==> area by class of cell <==
cell class                 count  area [µm²]
multi-input combinational    509        2680
fill                         984        4010
antenna                        1        2.50
sequential                   222        4440
clock inverter                18         208
tap                          184         230
timing repair buffer         228        2250
inverter                       1        3.75
clock buffer                  30         706
==> layer usage <==
layer  vias up  wire length, µm
met1      3084             8850
li1       3184                -
met4         0              303
met3        22             1890
met5         -                0
met2       272             8500
==> through the flow <==
step	hold WS, ps	setup WS (ps)
2_1_floorplan	310	1260
3_3_place_gp	313	713
3_5_place_dp	312	687
4_1_cts	324	1100
5_1_grt	335	1020
6_report	323	1070
No activity file was given, so power comes from the tool's default toggle rates.
